==> ./design.v <==
module part2(Clock, Resetn, Go, DataIn, DataResult);
    input Clock;
    input Resetn;
    input Go;
    input [7:0] DataIn;
    output [7:0] DataResult;
    wire ld_a, ld_b, ld_c, ld_x, ld_r;
    wire ld_alu_out;
    wire [1:0]  alu_select_a, alu_select_b;
    wire alu_op;
    control C0(
        .clk(Clock),
        .resetn(Resetn),
        .go(Go),
        .ld_alu_out(ld_alu_out), 
        .ld_x(ld_x),
        .ld_a(ld_a),
        .ld_b(ld_b),
        .ld_c(ld_c), 
        .ld_r(ld_r), 
        .alu_select_a(alu_select_a),
        .alu_select_b(alu_select_b),
        .alu_op(alu_op)
    );
    datapath D0(
        .clk(Clock),
        .resetn(Resetn),
        .ld_alu_out(ld_alu_out), 
        .ld_x(ld_x),
        .ld_a(ld_a),
        .ld_b(ld_b),
        .ld_c(ld_c), 
        .ld_r(ld_r), 
        .alu_select_a(alu_select_a),
        .alu_select_b(alu_select_b),
        .alu_op(alu_op),
        .data_in(DataIn),
        .data_result(DataResult)
    );
 endmodule             
module control(
    input clk,
    input resetn,
    input go,
    output reg  ld_a, ld_b, ld_c, ld_x, ld_r,
    output reg  ld_alu_out,
    output reg [1:0]  alu_select_a, alu_select_b,
    output reg alu_op
    );
    reg [5:0] current_state, next_state; 
    localparam  S_LOAD_A        = 5'd0,
                S_LOAD_A_WAIT   = 5'd1,
                S_LOAD_B        = 5'd2,
                S_LOAD_B_WAIT   = 5'd3,
                S_LOAD_C        = 5'd4,
                S_LOAD_C_WAIT   = 5'd5,
                S_LOAD_X        = 5'd6,
                S_LOAD_X_WAIT   = 5'd7,
                S_CYCLE_0       = 5'd8,
                S_CYCLE_1       = 5'd9,
                S_CYCLE_2       = 5'd10,
					 S_CYCLE_3       = 5'd11,
					 S_CYCLE_4       = 5'd12;
    always@(*)
    begin: state_table 
            case (current_state)
                S_LOAD_A: next_state = go ? S_LOAD_A_WAIT : S_LOAD_A;  
                S_LOAD_A_WAIT: next_state = go ? S_LOAD_A_WAIT : S_LOAD_B;  
                S_LOAD_B: next_state = go ? S_LOAD_B_WAIT : S_LOAD_B;  
                S_LOAD_B_WAIT: next_state = go ? S_LOAD_B_WAIT : S_LOAD_C;  
                S_LOAD_C: next_state = go ? S_LOAD_C_WAIT : S_LOAD_C;  
                S_LOAD_C_WAIT: next_state = go ? S_LOAD_C_WAIT : S_LOAD_X;  
                S_LOAD_X: next_state = go ? S_LOAD_X_WAIT : S_LOAD_X;  
                S_LOAD_X_WAIT: next_state = go ? S_LOAD_X_WAIT : S_CYCLE_0;  
                S_CYCLE_0: next_state = S_CYCLE_1;
					 S_CYCLE_1: next_state = S_LOAD_A;  
            default:     next_state = S_LOAD_A;
        endcase
    end  
    always @(*)
    begin: enable_signals
        ld_alu_out = 1'b0;
        ld_a = 1'b0;
        ld_b = 1'b0;
        ld_c = 1'b0;
        ld_x = 1'b0;
        ld_r = 1'b0;
        alu_select_a = 2'b0;
        alu_select_b = 2'b0;
        alu_op       = 1'b0;
        case (current_state)
            S_LOAD_A: begin
                ld_a = 1'b1;
                end
            S_LOAD_B: begin
                ld_b = 1'b1;
                end
            S_LOAD_C: begin
                ld_c = 1'b1;
                end
            S_LOAD_X: begin
                ld_x = 1'b1;
                end
				S_CYCLE_0: begin 
					ld_alu_out = 1'b1; ld_a = 1'b1;
					alu_select_a = 2'b00;
					alu_select_b = 2'b11;
					alu_op = 1'b1;
					end
				S_CYCLE_1: begin 
					ld_alu_out = 1'b1; ld_a = 1'b1;
					alu_select_a = 2'b00;
					alu_select_b = 2'b11;
					alu_op = 1'b1;
				end
				S_CYCLE_2: begin 
					ld_alu_out = 1'b1; ld_b = 1'b1;
					alu_select_a = 2'b01;
					alu_select_b = 2'b11;
					alu_op = 1'b1;
				end
				S_CYCLE_3: begin 
					ld_alu_out = 1'b1; ld_b = 1'b1;
					alu_select_a = 2'b00;
					alu_select_b = 2'b01;
					alu_op = 1'b0;
				end
				S_CYCLE_4: begin 
					alu_select_a = 2'b00;
					alu_select_b = 2'b10;
					alu_op = 1'b0;
					ld_r = 1'b1;
				end
        endcase
    end  
    always@(posedge clk)
    begin: state_FFs
        if(!resetn)
            current_state <= S_LOAD_A;
        else
            current_state <= next_state;
    end  
endmodule
module datapath(
    input clk,
    input resetn,
    input [7:0] data_in,
    input ld_alu_out, 
    input ld_x, ld_a, ld_b, ld_c,
    input ld_r,
    input alu_op, 
    input [1:0] alu_select_a, alu_select_b,
    output reg [7:0] data_result
    );
    reg [7:0] a, b, c, x;
    reg [7:0] alu_out;
    reg [7:0] alu_a, alu_b;
    always@(posedge clk) begin
        if(!resetn) begin
            a <= 8'b0; 
            b <= 8'b0; 
            c <= 8'b0; 
            x <= 8'b0; 
        end
        else begin
            if(ld_a)
                a <= ld_alu_out ? alu_out : data_in;  
            if(ld_b)
                b <= ld_alu_out ? alu_out : data_in;  
            if(ld_x)
                x <= data_in;
            if(ld_c)
                c <= data_in;
        end
    end
    always@(posedge clk) begin
        if(!resetn) begin
            data_result <= 8'b0; 
        end
        else 
            if(ld_r)
                data_result <= alu_out;
    end
    always @(*)
    begin
        case (alu_select_a)
            2'd0:
                alu_a = a;
            2'd1:
                alu_a = b;
            2'd2:
                alu_a = c;
            2'd3:
                alu_a = x;
            default: alu_a = 8'b0;
        endcase
        case (alu_select_b)
            2'd0:
                alu_b = a;
            2'd1:
                alu_b = b;
            2'd2:
                alu_b = c;
            2'd3:
                alu_b = x;
            default: alu_b = 8'b0;
        endcase
    end
    always @(*)
    begin : ALU
        case (alu_op)
            0: begin
                   alu_out = alu_a + alu_b;  
               end
            1: begin
                   alu_out = alu_a * alu_b;  
               end
            default: alu_out = 8'b0;
        endcase
    end
endmodule
==> ./run.sh <==
#!/bin/bash
# OpenROAD 26Q1-2900-gdf79404cd8, Yosys 0.63+post, stock flow scripts
make -C /OpenROAD-flow-scripts/flow DESIGN_CONFIG=/design/flow/config.mk WORK_HOME=/design/flow/orfs finish
==> ./config.mk <==
export PLATFORM = sky130hd
export DESIGN_NAME = part2
export DESIGN_NICKNAME = part2
export VERILOG_FILES = /design/flow/design.v
export SDC_FILE = /design/flow/constraint.sdc
export NUM_CORES = 4
export LEC_CHECK = 1
export CORE_UTILIZATION = 30
==> ./constraint.sdc <==
current_design part2

set clk_period 7.5
set clk_io_pct 0.2

create_clock -name clk0 -period $clk_period [get_ports {Clock}]

set non_clock_inputs [all_inputs -no_clocks]
set_input_delay [expr $clk_period * $clk_io_pct] -clock clk0 $non_clock_inputs
set_output_delay [expr $clk_period * $clk_io_pct] -clock clk0 [all_outputs]
==> results.toml <==
# synthesis and place-and-route metrics
[detailed_routing]
drcViolationCount = 0
antenna_left = 0
drtIter0Drc = 79
dr_total_vias = 2421
wl_per_cell_um = 14.08
viasPerCell = 4.692
firstDrtPassIters = 4
n_antenna_cell = 0
drt-total-wl_um = 7267

[power_and_ir_drop]
powerDensity_nw_per_um2 = 165.1
p_leak_nw = 1.702
ir_drop_v = 0.00008853

[die]
chip_area_um2 = 12220
die_h_um = 110.6
core_um2 = 11470
fp_util = 0.3083
rows = 39
ios = 19
die_w_um = 110.6

[synth]
top_logic_kind = "multiplexers"
adder_share = 0.1550
netlist_area_um2 = 3536
edf_count = 0
netlist_instances = 361
ys_async_sr_fraction = 0
yosysWarnings = 2
top_cell_area_share = 0.3001
topCellsByArea = "dfxtp_1, mux2i_1, ha_1, fa_1, nor2b_1"
aoi_share = 0.1033
ys.flops = 53
xor_share = 0.05697
ff_type = "dfxtp_1"
ys_seq_frac = 0.3001
top_area_cell = "dfxtp_1"
yosys-mux-area-fraction = 0.1635
ys_types = 49
syn_avg_cell_area_um2 = 9.795
ys_area_um2 = 3536
simple_gate_share = 0.1536
yosys_cells = 361

[grt]
antenna_found_initial = 0
grt_max_degree = 48
grt_first_pass_wirelength_um = 12810
grt-ovfl-total = 0
grt_pass1_vias = 2591
grt_usage = 0.1320

[critical_path]
cpMostUsedCell = "inv_1"
worstPathArrival_ns = 5.14
max_stage_delay_ns = 0.68
critPathTopFamily = "adder cells"
start_kind = "register"
slowest_stage = "mux4_1"
r2r-start = "D0.alu_select_b[0]"
cp_cell_sequence = "buf_4, mux4_1, ha_1, inv_1, fa_1, inv_1, ha_1, fa_1, inv_1, fa_1, inv_1, ha_1, a21oi_1, xnor3_1, xnor3_1, nand2_1, o211ai_2, a31oi_1"
crit_buf_inv = 5
critPathKind = "register to register"
startpoint = "D0.alu_select_b[0]"
critPathCaptureType = "register"
crit_fanout = 25
crit_required_ns = 7.64

[place]
io_buffers = 18
dpl.hpwl_um = 5414
place_congestion = 0.8864

[job]
drv_cap = 0
warnings = 25

[final_timing]
slew_headroom = 0.4467
setup_viol = 0
worst_pin_slew_ns = 0.8184
clock_skew_ns = 0.007808
grt_setup_unrepaired = "no"
period_used_share = 0.6654
maxSlewViolCount = 0
max_freq_ghz = 0.2004
finalSetupTns_ns = 0
hold_violations = 0
fin_crit_ns = 4.991

[clock_tree]
cts_resized = 0
cts_buffer_depth = 2
post_cts_buffers = 0
cts.sinks = 53
cts_root_buffer = "clkbuf_16"
tritoncts = "yes"
cts_max_level = 2
cts_buffers = 5
insertion_delay_ns = 0.29
clkSlewWorstSetupHoldPaths_ns = 0.07
cts_hold_buf = 0

[cells_and_area]
syn2layout_area_growth_pct = 12.70
drive_above_1_share = 0.06434
final_core_util = 0.3475

[worst_hold_path]
hp-class = "register to register"
hp-start = "D0.data_result[7]"

[outcome]
status = "complete, no violations"
## worst paths after layout
check | endpoint | slack (ns) | cells after the start
setup / recovery | D0.b[7] | 2.51 | 18
hold / removal | D0.data_result[7] | 0.48 | 2
setup reg to reg | D0.b[7] | 2.51 | 18
hold reg to reg | D0.data_result[7] | 0.48 | 2
## metrics by stage
step / worst slack (ns) / instance area, µm² / hold WS [ns] / std cells / power (mW)
after floorplan: 2.937 / 3540 / 0.4319 / 362 / 0.3740
after global placement: 2.591 / 3817 / 0.4633 / 508 / 0.4088
after detailed placement: 2.504 / 3817 / 0.4700 / 508 / 0.4094
after CTS: 2.499 / 3985 / 0.4857 / 516 / 0.6648
after global routing: 2.197 / 3985 / 0.5042 / 516 / 0.6937
final: 2.509 / 3985 / 0.4797 / 516 / 0.6577
## cell families (layout without fill, tap and decap cells)
family	Yosys count	in the layout
adders and majority gates	36	36
muxes	45	45
xor gates and xnor gates	19	19
DFF	53	53
other	1	2
AOI/OAI and AO/OA	52	52
and+or+nand+nor	101	101
buffers and inverters	54	65
## tightest hold or removal path, cell delays in order (launching register included)
cell and delay [ns]:
dfxtp_1 0.32, nand2b_1 0.06, a21boi_1 0.05
## synthesized netlist by cell type, types with 3 or more instances
master / instances
a21o_1: 4
mux4_1: 5
mux4_2: 3
o21ai_0: 8
a21oi_1: 12
mux2_2: 7
o21a_1: 7
and2_1: 17
dfxtp_1: 53
o211a_1: 7
clkbuf_1: 11
nor2b_1: 32
xor2_1: 4
nand2b_1: 4
nand2_1: 25
inv_1: 37
xnor2_1: 12
fa_1: 13
mux2i_1: 30
nor2_1: 13
ha_1: 23
## where the power goes
part	total (mW)	internal (mW)	switching [mW]
Sequential	0.303	0.292	0.0114
Combinational	0.0992	0.0494	0.0499
Clock	0.255	0.158	0.0971
Total	0.658	0.499	0.158
## registers in the layout, summed over array words and instances, names as in the netlist
name and count:
C0.ld_b 1, C0.ld_r 1, C0.ld_a 1, D0.a 8, C0.ld_c 1, D0.c 8, D0.data_result 8, C0.ld_x 1
C0.current_state 4, D0.alu_select_a 1, D0.alu_select_b 2, D0.b 8, D0.x 8, D0.alu_op 1
## routing by layer
layer  global-route usage  vias to the layer above  routed length, µm
met5                    0                        -                  0
met4              0.01333                        0                 95
met3              0.03581                        9                352
met2               0.1979                       39               3131
met1               0.2019                     1140               3687
li1                     -                     1233                  -
## final cells by class
class | instances | area (µm²)
inverter | 37 | 138.9
sequential | 53 | 1061
clock inverter | 2 | 38.79
fill | 1110 | 7482
clock buffer | 6 | 128.9
timing repair buffer | 20 | 195.2
tap | 143 | 178.9
multi-input combinational | 255 | 2243
## layout by cell type (no fill, tap or decap), types with 2 or more instances in the layout
cell type | Yosys | final
mux2i_1 | 30 | 30
a21o_1 | 4 | 4
a21oi_1 | 12 | 12
o21ai_0 | 8 | 8
o22ai_1 | 2 | 2
fa_1 | 13 | 13
nand2b_1 | 4 | 4
buf_4 | 1 | 2
clkbuf_16 | 0 | 5
dfxtp_1 | 53 | 53
mux4_1 | 5 | 5
o21a_1 | 7 | 7
xnor2_1 | 12 | 12
nor3_1 | 2 | 2
and2_1 | 17 | 17
a31oi_1 | 2 | 2
mux4_2 | 3 | 3
ha_1 | 23 | 23
nand2_1 | 25 | 25
nor3b_1 | 2 | 2
xnor3_1 | 2 | 2
nor2b_1 | 32 | 32
nor2_1 | 13 | 13
xor2_1 | 4 | 4
inv_1 | 37 | 37
o211a_1 | 7 | 7
clkdlybuf4s50_1 | 0 | 18
mux2_2 | 7 | 7
conb_1 | 1 | 2
No activity file was given, so power comes from the tool's default toggle rates.
